$ cat flow/design.v
`timescale 1ns / 1ps   
`default_nettype none
module Clock_Conv #(
    parameter FREQ_IN  = 100_000_000,
    parameter FREQ_OUT = 25_175_000
) (
    input  wire  clk_in,
    output logic clk_out
);
  localparam TICKS = FREQ_IN / (FREQ_OUT * 2);
  logic [31:0] i;
  always_ff @(posedge clk_in) begin
    i++;
    if (i == TICKS) begin
      i <= 0;
      clk_out <= ~clk_out;
    end
  end
endmodule
$ cat flow/run.sh
#!/bin/bash
# OpenROAD 26Q1-2900-gdf79404cd8, Yosys 0.63+post, stock flow scripts
make -C /OpenROAD-flow-scripts/flow DESIGN_CONFIG=/design/flow/config.mk WORK_HOME=/design/flow/orfs finish
$ cat flow/config.mk
export PLATFORM = sky130hd
export DESIGN_NAME = Clock_Conv
export DESIGN_NICKNAME = Clock_Conv
export VERILOG_FILES = /design/flow/design.v
export SDC_FILE = /design/flow/constraint.sdc
export NUM_CORES = 4
export LEC_CHECK = 1
export CORE_UTILIZATION = 30
$ cat flow/constraint.sdc
current_design Clock_Conv

set clk_period 5.4
set clk_io_pct 0.2

create_clock -name clk0 -period $clk_period [get_ports {clk_in}]

set non_clock_inputs [all_inputs -no_clocks]
set_input_delay [expr $clk_period * $clk_io_pct] -clock clk0 $non_clock_inputs
set_output_delay [expr $clk_period * $clk_io_pct] -clock clk0 [all_outputs]
==> CHANGELOG.md <==
### Changed

* Total internal power at 359 uW
* Net Sw Power at 90.6 uW
* Logic cell area at 1180 sq um
* Count of state elements after synthesis at 33
* DRC errors left at 0
* Proportion of synthesized flip-flops having asynchronous set or reset at 0%
* Min-Delay Startpoint: i[31]
* Portion of the post-synthesis area used by sequential elements at 34.7%
* Critical path type: register to register
* Proportion of netlist area held by the largest area contributor at 33.1%
* Layout cells sized above 1 at 11.8%
* CTS tree: yes
* Total antenna diodes in the routed design at 0
* Post-layout period usage of the worst path at 54.6%
* Total cell area reported by yosys after synthesis at 1930 sq um
* Hold crit path type: register to register
* Top-count cell post-synth: sky130_fd_sc_hd__dfxtp_1
* Via-to-Cell Ratio at 5.34
* Commonest cells in the synthesized netlist: 32 x sky130_fd_sc_hd__dfxtp_1, 17 x sky130_fd_sc_hd__xnor2_1, 15 x sky130_fd_sc_hd__nor2_1, 15 x sky130_fd_sc_hd__xor2_1, 14 x sky130_fd_sc_hd__nand3_1
* Worst hold path stage count at 1
* Final sum of negative setup slack at 0 ns
* Wire length of the first global-routing pass at 6620 microns
* Clock network latency to the later pin of the worst-skew pair at 0.28 ns
* Final setup skew at 0.00442 ns
* Post-layout minimum cycle time at 2.95 ns
* Layout filler cell count at 626
* Setup crit end kind: register
* Maximum number of pins on one net before global-route repair at 12
* Synth-to-layout area growth at 7.51%
* Slowest cell on crit path: sky130_fd_sc_hd__nor4_4
* LEAKAGE at 0.000776 uW
* Post-cts repair resize count at 0
* Setup repair after global routing missed its margin: false
* Data required, critical path at 5.41 ns
* Unique cell type count in the Yosys netlist at 48
* Drt pass-1 iters at 4
* Netlist area before placement at 1930 sq um
* Hold-fix buffers, CTS at 0
* Floorplan row count at 28
* Run status: finished clean
* Sink of the worst hold path: i[31]
* Final Setup Violations at 0
* Primary FF master, synth: sky130_fd_sc_hd__dfxtp_1
* Maximum clock rate at 0.339 GHz
* Clock root cell: sky130_fd_sc_hd__clkbuf_8
* Pwr dens at 217 nW/um^2
* Capture point of the worst reg-to-reg path: clk_out
* Count of maximum capacitance violations at 0
* Core box area at 6060 sq um
* Cell total in the yosys stat output at 216
* Total number of yosys warnings at 1
* Final hold violation count at 0
* Critical Path, Cell by Cell: ha_1, nand3_1, nor4_4, nand4_1, a311o_1, nor4_2, and4_1
* TritonCTS Buffers at 5
* Via count of the first global-routing pass at 1,381
* Met2 usage at 19.0%
* Initial core utilization at 31.9%
* Longest Clk Path Bufs at 2
* Final routed wire length divided by cell count at 13.8 microns
* WP data arrival at 2.95 ns
* Area of all sequential standard cells at 671 sq um
* Vertical die dimension at 82.3 microns
* Met1 track demand over resource in global routing at 20.1%
* Sequential Power Share at 54.3%
* Switching Share at 20.1%
* Post-CTS repair timing setup buffer count at 0
* Hold Slack at 0.491 ns
* Gate count after technology mapping at 216
* Die area at 6770 sq um
* Slew at the pin closest to its max-slew limit at 0.559 ns
* Total number of vias at 1,532
* Max FO, Critical Path at 9
* Register-to-Register Path Depth at 7
* Global-route congestion overflow total at 0
* Largest stage delay on the critical path at 0.53 ns
* RD Place Congestion at 0.880
* Main area contributors: sky130_fd_sc_hd__dfxtp_1 33%, sky130_fd_sc_hd__xnor2_1 7.7%, sky130_fd_sc_hd__xor2_1 6.8%
* Worst reg2reg path startpoint: i[0]
* Worst setup slack for register-to-register paths at 2.45 ns
* First DRT Iteration DRCs at 94
* Met3 track demand over resource at 2.23%
* Worst IR Drop VDD at 0.108 mV
* Busiest layer in global routing: met1
* Part of the total power dissipated in the clock network at 45.7%
* Max-slew violation count at 0
* Tool warning count at 26
* Number of buffers inserted by port buffering at 1
* Post-synthesis average cell area at 8.95 sq um
* Number of antenna violations at the first check in global routing at 0
* Final routed wirelength across all metal layers at 3960 microns
* EDFF count, synth at 1
* Critical path launch point type: register
* Share of power burned in combinational logic at 0%
* HPWL after detailed placement at 2920 microns
* Die width at 82.3 microns
* Ports placed on the boundary at 2
* Number of routed nets with antenna violations at 0
* Remaining max-slew budget at the tightest pin at 62.4%
* Library cell occupying the most area in the post-synthesis netlist: sky130_fd_sc_hd__dfxtp_1
* CTS sink count at 33
* Max H-tree Level at 2
* Register clock-pin slew on the reported worst setup and hold paths at 0.07 ns
* GRT Util Overall at 12.9%
[state kept, by name, summed over array words and instances (netlist names)]
| name | cells |
|---|---|
| i | 32 |
| clk_out | 1 |
[layer usage]
layer	wire, microns	part of all wire (%)
met2	1640	41
met1	2090	53
met5	0	0
met4	51	1.3
met3	178	4.5
[worst max-delay path by stage]
stage	startpoint	endpoint	slack, ns	depth (start not counted)
4_1_cts	i[0]	clk_out	2.46	7
6_report	i[0]	clk_out	2.45	7
5_1_grt	i[0]	clk_out	2.22	7
[metrics by stage]
stage,setup slack [ns],instance area [sq um],cells,power [uW],util (%)
5_1_grt,2.22,2080,287,469,34.3
3_3_place_gp,2.53,1980,279,250,32.6
4_1_cts,2.46,2080,287,457,34.3
6_report,2.45,2080,287,450,34.3
3_5_place_dp,2.47,1980,279,250,32.6
2_1_floorplan,2.77,1930,216,250,-
[kinds of logic (layout without fill, tap and decap cells)]
kind of cell	after synthesis	after routing	share of synthesized area, %
simple gates	101	101	33.2
mux	3	3	1.55
compound gates	25	25	10.3
xor+xnor	32	32	14.5
buf+inv	20	16	4.47
flops	33	33	34.7
fa+ha+maj	2	2	1.29
[power by group through the flow]
stage / registers, uW / logic [uW] / clock network, uW
6_report: 244 / 0.000452 / 206
5_1_grt: 244 / 0.000452 / 224
4_1_cts: 244 / 0.000452 / 213
[final cells by class]
type	count	share of cell area, %
clock buffers	7	4.64
flip-flops and latches	33	32.3
multi-input cells	163	56.6
well taps	75	4.52
inverters	7	1.26
repair buffers	1	0.482
clock inverters	1	0.241
[worst max-delay path, delay by kind of cell, from the launching register on]
family / cells / cell delay, ns
and+or+nand+nor: 5 / 1.52
adders and majority gates: 1 / 0.28
DFF: 1 / 0.47
AOI/OAI and AO/OA: 1 / 0.39
[cell usage in the layout, fill, tap and decap left out, types with 7 or more instances in the layout]
master	Yosys	layout
sky130_fd_sc_hd__xnor2_1	17	17
sky130_fd_sc_hd__xor2_1	15	15
sky130_fd_sc_hd__clkbuf_8	0	7
sky130_fd_sc_hd__and3_1	8	8
sky130_fd_sc_hd__nand2_1	8	8
sky130_fd_sc_hd__dfxtp_1	32	32
sky130_fd_sc_hd__nor4_1	7	7
sky130_fd_sc_hd__nor2_1	15	15
sky130_fd_sc_hd__nand4_1	11	11
sky130_fd_sc_hd__nand3_1	14	14
sky130_fd_sc_hd__inv_1	7	7
sky130_fd_sc_hd__nor3_1	11	11
No activity file was given, so power comes from the tool's default toggle rates.
