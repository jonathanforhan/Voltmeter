==> /design/flow/run.sh <==
#!/bin/bash
# OpenROAD 26Q1-2900-gdf79404cd8, Yosys 0.63+post, stock flow scripts
make -C /OpenROAD-flow-scripts/flow DESIGN_CONFIG=/design/flow/config.mk WORK_HOME=/design/flow/orfs finish
==> /design/flow/config.mk <==
export PLATFORM = sky130hd
export DESIGN_NAME = VGA_Sync
export DESIGN_NICKNAME = VGA_Sync
export VERILOG_FILES = /design/flow/design.v
export SDC_FILE = /design/flow/constraint.sdc
export NUM_CORES = 4
export LEC_CHECK = 1
export CORE_AREA = 10 10 98 98
export DIE_AREA = 0 0 108 108
==> /design/flow/constraint.sdc <==
current_design VGA_Sync

set clk_period 5.1
set clk_io_pct 0.2

create_clock -name clk0 -period $clk_period [get_ports {clk}]

set non_clock_inputs [all_inputs -no_clocks]
set_input_delay [expr $clk_period * $clk_io_pct] -clock clk0 $non_clock_inputs
set_output_delay [expr $clk_period * $clk_io_pct] -clock clk0 [all_outputs]
==> /design/flow/design.v <==
`timescale 1ns / 1ps   
`default_nettype none
module VGA_Sync #(
    parameter int H_DISPLAY = 640,   
    parameter int H_L_BORDER = 48,   
    parameter int H_R_BORDER = 16,   
    parameter int H_RETRACE = 96,   
    parameter int V_DISPLAY = 480,   
    parameter int V_T_BORDER = 10,   
    parameter int V_B_BORDER = 33,   
    parameter int V_RETRACE = 2   
) (
    input wire clk,
    input wire [11:0] rgb_in,
    output wire vidstate,
    output wire hsync,
    output wire vsync,
    output wire [11:0] rgb_out,
    output logic [9:0] h,
    output logic [9:0] v
);
  localparam int H_MAX = H_DISPLAY + H_L_BORDER + H_R_BORDER + H_RETRACE - 1;
  localparam int START_H_RETRACE = H_DISPLAY + H_R_BORDER;
  localparam int END_H_RETRACE = H_DISPLAY + H_R_BORDER + H_RETRACE - 1;
  localparam int V_MAX = V_DISPLAY + V_T_BORDER + V_B_BORDER + V_RETRACE - 1;
  localparam int START_V_RETRACE = V_DISPLAY + V_B_BORDER;
  localparam int END_V_RETRACE = V_DISPLAY + V_B_BORDER + V_RETRACE - 1;
  always_ff @(posedge clk) begin
    h++;
    if (h == H_MAX) begin
      h <= 0;
      v++;
      if (v == V_MAX) v <= 0;
    end
  end
  assign hsync = h >= START_H_RETRACE && h <= END_H_RETRACE;
  assign vsync = v >= START_V_RETRACE && v <= END_V_RETRACE;
  assign vidstate = (h < H_DISPLAY) && (v < V_DISPLAY);
  assign rgb_out = vidstate ? rgb_in : 12'b0;
endmodule
==> impl_metrics.csv <==
group,metric,value,unit
place,port_buffers,47,
sta,finClkSkew,0.00207,ns
routing,drt_wl_total,3.32,mm
clocking,numClockSinks,20,
job,cap_violations,0,
pwr,p_total,0.281,mW
worst_setup_path,cp.arrival,2.12,ns
clocking,root_buffer,"clkbuf_8",
synth,synth_cell_types,37,
cells_and_area,finalNonFillerCells,300,
worst_setup_path,start_kind,"register",
floorplanning,fp_util,0.177,
routing,antennaDiodeCount,0,
routing,drtPass1Iterations,4,
synth,synth-edff-count,10,
grt,grt_overflow,0,
clocking,tritoncts,"done",
synth,ys_area,1360,um^2
synth,ys.flop_type,"edfxtp_1",
clocking,clockBufferDepth,2,
synth,yosysSeqAreaShare,0.369,
sta,fin_tns_setup,0,ns
cells_and_area,area_growth,46.7,%
min_path,min_path_type,"reg2reg",
clocking,cts.repair.resized,0,
routing,routedWlPerCell,11.1,um
sta,finalCritPeriodShare,0.615,
clocking,cts.clk_slew.worst_paths,0.07,ns
routing,routed_via_density,3.94,
sta,period_minus_slack,3.14,ns
routing,drt.antenna.violating_nets,0,
clocking,cts_made_buffers,3,
clocking,clkLatencyLatePin,0.25,ns
pwr,power_switching,0.0511,mW
place,placed_area,1940,um^2
floorplanning,ios,48,
synth,yosysWarnings,1,
place,place_congestion,0.837,
place,dp.final_hpwl,2.63,mm
synth,synth-async-reset-ratio,0,
clocking,cts_setup_buffers,0,
clocking,htree_levels,1,
floorplanning,die_y,108,um
pwr,total_leakage_power,0.722,nW
clocking,ctsHoldBuffers,0,
place,dp_cells,296,
sta,slew_violations,0,
synth,yosysTopAreaCell,"edfxtp_1",
worst_setup_path,required,4.08,ns
sta,tightest_slew,0.545,ns
synth,synth.top_cell.area_share,0.222,
grt,grt_max_degree,17,
floorplanning,fp.coreArea,7650,um^2
sta,hold_ws,0.547,ns
grt,grtUsageTotal,0.0524,
sta,max_slew_margin,0.634,
synth,yosys-top-cells-area,"edfxtp_1, dfxtp_1, ha_1, and2_1, xor2_1",
floorplanning,fp.dieW,108,um
pwr,p_sw_frac,0.182,
routing,drt_iter0_drc,56,
worst_setup_path,cp-end-kind,"primary output",
pwr,clockPowerShare,0.376,
sta,rsz0062_at_grt,"no",
grt,antenna_found_initial,0,
grt,grt_pass1_vias,1070,
synth,syn_area,1360,um^2
sta,max_freq,0.319,GHz
outcome,outcome,"finished, final reports clean",
pwr,internal_power,0.230,mW
job,warnings,33,
pwr,peakVddDrop,0.0687,mV
sta,finalSetupViolCount,0,
synth,yosysCellCount,151,
worst_setup_path,critPathMaxFanout,10,
sta,finalHoldViolCount,0,
synth,numSynthFlops,20,
floorplanning,die-area,11700,um^2
cells_and_area,fin_area,1990,um^2
worst_setup_path,critical_path_class,"reg2out",
cells_and_area,drive_gt1_frac,0.0556,
grt,grt_pass1_wl,5.22,mm
routing,drc,0,
routing,num_vias,1181,
pwr,power.density,142,nW/um^2
synth,postSynthAreaPerCell,8.97,um^2
synth,syn_inst,151,
pwr,p_seq_frac,0.593,
pwr,p_comb_frac,0.031,
floorplanning,rows,32,
[cells by family after synthesis]
family / synth area share
simple gates: 0.280
flops: 0.369
compound gates: 0.115
xor+xnor: 0.103
buf+inv: 0.0406
fa+ha+maj: 0.0831
mux: 0.00831
[power by group through the flow]
stage	clock, mW	sequential [mW]	combinational (mW)
4_1_cts	0.111	0.167	0.00889
5_1_grt	0.118	0.167	0.00941
6_report	0.106	0.167	0.00879
[cell usage in the layout, fill, tap and decap left out, drive strengths merged]
cell,synthesis,routed
mux2,1,1
a2111oi,2,2
a21oi,4,4
inv,8,8
nor2b,2,2
nand2b,3,3
ha,9,9
a311o,1,1
o21ai,2,2
o2111ai,1,1
buf,1,2
xor2,9,9
a21bo,1,1
nor4b,2,2
o21a,2,2
nand3b,1,1
and2,13,13
xnor2,7,7
clkdlybuf4s50,0,47
clkbuf,5,4
nand2,13,13
o211ai,1,1
nor3,5,5
o221ai,1,1
a22o,1,1
a211oi,2,2
nor2,18,18
and3,4,4
dfxtp,10,10
nand3,9,9
nor3b,1,1
nor4,2,2
edfxtp,10,10
[path summary, 6_finish.rpt]
kind,start,end,slack [ns],cells after the start
hold / removal,h[6],h[6],0.55,2
hold reg to reg,h[6],h[6],0.55,2
setup / recovery,h[0],hsync,1.96,6
setup reg to reg,h[0],v[7],2.82,6
[layout make-up]
type | count | area, um^2
inverters | 8 | 30.0
well taps | 102 | 128
fillers | 805 | 5660
multi-input cells | 117 | 800
clock buffers | 4 | 45.0
flip-flops and latches | 20 | 500
repair buffers | 49 | 485
[per-stage QoR]
step / worst slack, ns / utilization
after global routing: 1.77 / 0.260
after global placement: 1.99 / 0.254
after CTS: 1.93 / 0.260
after floorplan: 2.73 / -
final: 1.96 / 0.260
after detailed placement: 2.00 / 0.254
[routing by layer]
metal	up-vias	track usage	routed length, um	part of all wire
met4	0	0.00954	46	0.014
met1	538	0.0674	1520	0.46
met5	-	0	0	0
li1	611	-	-	-
met3	2	0.00904	213	0.064
met2	30	0.0909	1540	0.46
[critical path: stages (launching register included)]
cell             delay [ns]
dfxtp_1                0.52
ha_1                   0.37
nor2_1                 0.08
nor2_1                 0.10
nor2_1                 0.06
nor4_1                 0.21
clkdlybuf4s50_1        0.51
[sequential cells by signal, summed over array words and instances (netlist names)]
signal,cells
h,10
v,10
[synthesized netlist by cell type, types with 2 or more instances]
library cell and instances:
a21oi_1 4, dfxtp_1 10, nor4_1 2, a211oi_1 2, nor4b_1 2, and2_1 13
inv_1 8, and3_1 4, nand2b_1 3, clkbuf_1 4, nor2b_1 2, xor2_1 9
nor3_1 4, nand3_1 8, xnor2_1 7, nor2_1 18, nand2_1 13, o21a_1 2
ha_1 9, edfxtp_1 10
No activity file was given, so power comes from the tool's default toggle rates.
